## design/flow/design.v

```verilog
module jLIFO(DATAOUT, full, empty, clock, reset, wn, rn, DATAIN);
  output reg [7:0] DATAOUT;
  output full, empty;
  input [7:0] DATAIN;
  input clock, reset, wn, rn;  
  reg [3:0] sp;  
  reg [7:0] memory [7:0];  
  assign full = (sp == 4'b1000) ? 1 : 0;
  assign empty = (sp == 4'b0000) ? 1 : 0;
  always @(posedge clock)
  begin
    if (reset)
      begin
        memory[0] <= 0; memory[1] <= 0; memory[2] <= 0; memory[3] <= 0;
        memory[4] <= 0; memory[5] <= 0; memory[6] <= 0; memory[7] <= 0;
        DATAOUT <= 0; sp <= 1;
      end
    else if (wn & !full)
      begin
        memory[sp] <= DATAIN;
        sp <= sp + 1;
      end
    else if (rn & !empty)
      begin
        sp <= sp - 1;
        DATAOUT <= memory[sp];
      end
  end
endmodule
```

## design/flow/run.sh

```bash
#!/bin/bash
# OpenROAD 26Q1-2900-gdf79404cd8, Yosys 0.63+post, stock flow scripts
make -C /OpenROAD-flow-scripts/flow DESIGN_CONFIG=/design/flow/config.mk WORK_HOME=/design/flow/orfs finish
```

## design/flow/config.mk

```make
export PLATFORM = sky130hd
export DESIGN_NAME = jLIFO
export DESIGN_NICKNAME = jLIFO
export VERILOG_FILES = /design/flow/design.v
export SDC_FILE = /design/flow/constraint.sdc
export NUM_CORES = 4
export LEC_CHECK = 1
export CORE_UTILIZATION = 30
```

## design/flow/constraint.sdc

```tcl
current_design jLIFO

set clk_period 4.2
set clk_io_pct 0.2

create_clock -name clk0 -period $clk_period [get_ports {clock}]

set non_clock_inputs [all_inputs -no_clocks]
set_input_delay [expr $clk_period * $clk_io_pct] -clock clk0 $non_clock_inputs
set_output_delay [expr $clk_period * $clk_io_pct] -clock clk0 [all_outputs]
```

==> run_results.csv <==
group,metric,value,unit
routing,via_count,1941,
finish,final_layout_size_suffix_gt1_frac,0.201,
logic_synthesis,yosys.stat.chipArea,3540,µm²
worst_hold_path,hold_path_class,"reg2reg",
final_timing,timing.final.crit_share,0.706,
final_timing,hold_viol,0,
floorplan,die-area,12300,µm²
global_routing,antenna_found_initial,0,
global_routing,grt_max_degree,21,
placement,place_area,3910,µm²
clocking,insertion_delay,0.33,ns
logic_synthesis,synth_cell_types,33,
final_timing,period_needed,2.96,ns
floorplan,design.core.area,11500,µm²
floorplan,die_width,111,µm
clocking,clk_pin_slew,0.05,ns
worst_setup_path,endpoint_kind,"flop",
logic_synthesis,simple_gate_share,0.169,
global_routing,grt_pass1_vias,2084,
power_and_ir_drop,power_frac_comb,0.256,
worst_setup_path,start_kind,"input pin",
logic_synthesis,synthXorXnorAreaFrac,0.00494,
job,drv_cap,0,
job,warning_count,25,
final_timing,finalSetupTns,0,ns
routing,drt-pass1-iter-count,4,
final_timing,max_freq,337,MHz
clocking,cts_root_buf,"clkbuf_16",
worst_setup_path,cp_max_fo,9,
routing,drtAntennaViolNets,0,
placement,hpwlAfterDp,4670,µm
finish,final_area,4180,µm²
logic_synthesis,synth_area,3540,µm²
finish,flop_area,2160,µm²
final_timing,finClkSkew,0.00863,ns
finish,area_delta_synth_final,18.0,%
power_and_ir_drop,power_frac_seq,0.438,
outcome,outcome,"finished, final reports clean",
logic_synthesis,ff_type,"edfxtp_1",
logic_synthesis,aoi_share,0.0459,
clocking,cts_buffers,9,
final_timing,setup_viol,0,
logic_synthesis,ys_seq_share,0.610,
clocking,cts.repair.resized,0,
clocking,ctsHoldBuffers,0,
finish,nFillCells,1072,
logic_synthesis,async_flop_share,0,
logic_synthesis,synth.area.mux_share,0.133,
global_routing,grt_pass1_wl,11200,µm
power_and_ir_drop,peakVddDrop,0.241,mV
final_timing,finalMaxSlewViolations,0,
placement,place.port_buffers,21,
floorplan,pin_count,22,
logic_synthesis,top_cells_by_area,"edfxtp_1 (54%), and2_1 (11%), mux4_2 (10%), dfxtp_1 (6.8%), mux2i_1 (2.8%)",
global_routing,track_usage,0.126,
worst_setup_path,crit_required,4.42,ns
logic_synthesis,syn_avg_cell_area,14.7,µm²
logic_synthesis,synthAdderAreaFrac,0.0127,
finish,mi_logic_area,1290,µm²
floorplan,fp_util,0.309,
logic_synthesis,largest_area_cell,"edfxtp_1",
global_routing,grt-ovfl-total,0,
logic_synthesis,synthCells,241,
routing,viasPerCell,4.65,
logic_synthesis,synth_flops,76,
power_and_ir_drop,power_density,535,nW/µm²
power_and_ir_drop,p_sw_frac,0.285,
placement,gp_congestion,0.805,
routing,drtIter0Drc,111,
logic_synthesis,top_area_frac,0.542,
clocking,cts_tree,"yes",
final_timing,rsz0062_at_grt,"false",
logic_synthesis,ys_warn_count,1,
routing,routedWlPerCell,16.3,µm
routing,n_antenna_cell,0,
clocking,htree_levels,3,
logic_synthesis,edf_count,64,
floorplan,row_count,39,
routing,drc,0,
clocking,clockBufferDepth,2,
worst_setup_path,arrival,3.18,ns
floorplan,die_h,111,µm
clocking,cts_setup_buffers,0,
worst_setup_path,path_class,"in2reg",
power_and_ir_drop,p_leak,1.50,nW
power_and_ir_drop,intPower,1.60,mW
clocking,cts_sinks,76,
final_timing,slew_headroom,0.572,
power_and_ir_drop,p_switching,0.638,mW
routing,routed_wl,6800,µm
power_and_ir_drop,clkPwrFrac,0.306,
final_timing,worst_pin_slew,0.641,ns
logic_synthesis,ys_cells,241,
logic_synthesis,logic_family,"simple AND/OR/NAND/NOR gates",
## per-stage QoR
| stage | hold WS [ns] | instances | util | worst slack (ns) | total power [mW] |
|---|---|---|---|---|---|
| 2_1_floorplan | 0.464 | 241 | - | 1.65 | 1.41 |
| 3_3_place_gp | 0.494 | 401 | 0.341 | 1.00 | 1.58 |
| 3_5_place_dp | 0.497 | 401 | 0.341 | 0.937 | 1.58 |
| 4_1_cts | 0.505 | 417 | 0.365 | 1.27 | 2.27 |
| 5_1_grt | 0.534 | 417 | 0.365 | 1.08 | 2.36 |
| 6_report | 0.498 | 417 | 0.365 | 1.24 | 2.24 |
## path summary, 6_finish.rpt
kind / startpoint / to / slack [ns] / depth (start not counted)
worst max-delay path: wn / sp[3] / 1.24 / 7
worst min-delay path: DATAOUT[5] / DATAOUT[5] / 0.50 / 2
worst max register to register: sp[2] / sp[3] / 1.51 / 9
worst min register to register: DATAOUT[5] / DATAOUT[5] / 0.50 / 2
## worst max-delay path: stages
cell and delay [ns]:
clkdlybuf4s50_1 0.69, nand2_1 0.18, ha_1 0.30, a21o_1 0.18, a2111oi_0 0.56, a211oi_1 0.13
a2111oi_2 0.29
## layout make-up
class / count / share of cell area
repair buffers: 29 / 0.0646
clock inverters: 6 / 0.00928
well taps: 143 / 0.0428
flip-flops and latches: 76 / 0.517
clock buffers: 10 / 0.0548
multi-input cells: 151 / 0.310
inverters: 2 / 0.00180
## flip-flops by register name, indices dropped and copies added, names as in the netlist
register / flops
DATAOUT: 8
memory: 64
sp: 4
## Yosys cell counts, types with 2 or more instances
cell type   n
a211oi_1    7
a211oi_2    2
a21o_1      2
and2_1     64
buf_2       3
buf_4       2
buf_6       3
clkbuf_1    3
dfxtp_1    12
edfxtp_1   64
ha_1        2
inv_1       2
mux2i_1    10
mux4_2     16
nand2_1     3
nand2b_1    4
nor2_1     12
nor2_2      2
nor3_1      6
or2_2       8
xor2_1      2
## cell usage in the layout, fill, tap and decap left out, types with 2 or more instances in the layout
master           instances
inv_1                    2
nand2b_1                 4
clkinv_1                 2
dfxtp_1                 12
clkbuf_16                9
nor2_1                  12
a211oi_2                 2
mux4_2                  16
ha_1                     2
nor3_1                   6
clkdlybuf4s50_1         21
a21o_1                   2
a211oi_1                 7
or2_2                    8
mux2i_1                 10
nand2_1                  3
edfxtp_1                64
buf_4                    8
clkinvlp_4               3
xor2_1                   2
nor2_2                   2
and2_1                  64
## per-layer routing
layer | GRT usage | wire length [µm]
met2 | 0.196 | 3220
met5 | 0 | 0
met3 | 0.0591 | 514
met1 | 0.175 | 2960
met4 | 0.0169 | 105
## power groups by stage
stage | registers, mW | clock network (mW) | logic, mW
4_1_cts | 0.982 | 0.699 | 0.588
6_report | 0.981 | 0.685 | 0.573
5_1_grt | 0.996 | 0.730 | 0.636
## cell families after synthesis
kind of cell / Yosys count
xor gates and xnor gates: 2
adders and majority gates: 3
AOI/OAI and AO/OA: 17
and+or+nand+nor: 102
buffers and inverters: 14
DFF: 76
muxes: 27
Power and IR drop assume default switching activity.
