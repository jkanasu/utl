## flow/run.sh

```bash
#!/bin/bash
# OpenROAD 26Q1-2900-gdf79404cd8, Yosys 0.63+post, stock flow scripts
make -C /OpenROAD-flow-scripts/flow DESIGN_CONFIG=/design/flow/config.mk WORK_HOME=/design/flow/orfs finish
```

## flow/config.mk

```make
export PLATFORM = sky130hd
export DESIGN_NAME = jboothMultiplier
export DESIGN_NICKNAME = jboothMultiplier
export VERILOG_FILES = /design/flow/design.v
export SDC_FILE = /design/flow/constraint.sdc
export NUM_CORES = 4
export LEC_CHECK = 1
export CORE_AREA = 10 10 74 74
export DIE_AREA = 0 0 84 84
```

## flow/constraint.sdc

```tcl
current_design jboothMultiplier

set clk_period 6.8
set clk_io_pct 0.2

create_clock -name clk0 -period $clk_period

set non_clock_inputs [all_inputs -no_clocks]
set_input_delay [expr $clk_period * $clk_io_pct] -clock clk0 $non_clock_inputs
set_output_delay [expr $clk_period * $clk_io_pct] -clock clk0 [all_outputs]
```

## flow/design.v

```verilog
module jboothMultiplier(PRODUCT, A, B);
  output reg signed [7:0] PRODUCT;
  input signed [3:0] A, B;
  reg [1:0] temp;
  integer i;
  reg e;
  reg [3:0] B1;
  always @(A,B)
  begin
    PRODUCT = 8'd0;
    e = 1'b0;
    B1 = -B;
    for (i=0; i<4; i=i+1)
    begin
      temp = { A[i], e };
      case(temp)
        2'd2 : PRODUCT[7:4] = PRODUCT[7:4] + B1;
        2'd1 : PRODUCT[7:4] = PRODUCT[7:4] + B;
      endcase
      PRODUCT = PRODUCT >> 1;
      PRODUCT[7] = PRODUCT[6];
      e=A[i];
    end
  end
endmodule
```

==> CHANGELOG.md <==
### Changed

* Setup TNS at 0 ps
* Vias in the first global route at just under 800
* Final Hold Vio Count at 0
* Leading post-synthesis cells by cell area: ha_1, mux2_2, fa_1
* Final Cycle Share at between 90 and 100%
* MI comb area at 821 um^2
* PnR worst setup slack at approximately 64 ps
* Post-DP HPWL at ~1600 um
* Die Y at roughly 84 um
* Global route total overflow at 0
* Chip area at between 7000 and 8000 um^2
* WP data required at about 5400 ps
* Chip Area, Yosys at 749 um^2
* Placer congestion estimate at roughly 0.86
* Highest routing layer actually used: met3
* M1 WL at 1030 um
* Max capacitance violation total at 0
* Row cnt at 23
* OpenROAD warnings at 33
* Final Non-Filler Cells at about 190
* Slew at the pin closest to its max-slew limit at roughly 290 ps
* Hold depth at 5
* Crit-path cells: dlygate4sd2_1 > or4_4 > nand3_4 > inv_2 > ha_4 > a21oi_4 > or4b_4 > a32oi_4 > inv_2 > ha_4 > buf_4 > xor2_2 > nor2_2 > a21oi_2 > buf_4 > inv_1 > fa_1 > nor2_1 > a21o_1 > clkdlybuf4s50_1
* Post-route minimum period at about 6700 ps
* # IOs at 16
* Synth top area share at between 20 and 25%
* Vias after detailed routing at approximately 770
* Cells in synth_stat.txt at 93
* Largest net degree at the start of global routing at 8
* Max frequency at 148 MHz
* Pre-CTS setup slack at -752 ps
* Initial core utilization at approximately a fifth
* Reg area at 0 um^2
* CLK BUF at 0
* Synth Seq Share at 0%
* DRT iter0 DRCs at 33
* Synth top cells by count: ha_1, inv_1, nor2_1
* Outcome: finished, final reports clean
* Met2 routed WL at approximately 900 um
* Count of final setup violators at 0
* RSZ-0062 raised after global routing: true
* Critical path launch point type: primary input
* Port buffer count at 16
* ANT cells at 0
* Synth Warn # at 1
* CP peak stage delay at between 500 and 600 ps
* Core area at ~4000 um^2
* WL per Instance at approximately 11 um
* Worst hold start: B[0]
* Pwr Density at 171 nW/um^2
* Layout fillers at 414
* Number of remaining DRC errors at 0
* DR pass1 iterations at 4
* Hold Path End: PRODUCT[1]
* Layout Utilization at between 30% and 40%
* Leakage at 0.634 nW
* VDD IR max at roughly 130 uV
* Hold slack at ~3500 ps
* Die width at approximately 84 um
* Met3 wire len at about 70 um
* Placed Cells at between 150 and 200
* Max FO, Critical Path at 3
* Seq cells at 0
* Final Max Slew Viols at 0
* Initial antenna violation count at 0
* Crit. End Element: output port
* Worst path arrival time at 5380 ps
* Library cells used by synthesis at 27
* Area leader, netlist: ha_1
* Hold Crit Class: primary input to output port
* Cells after Synth at ~93
* WL final at 2020 um
* Syn Std Cell Area at 749 um^2
* WS Path Type: primary input to output port
* Critical-path top delay cell: or4_4
* Vias per cell at between 4 and 5
* First-pass GRT wire length at 3560 um
* Share of cells above drive strength 1 at 53.2%
* Area Growth Syn to Fin at 77.3%
* Post-DRT Antenna Nets at 0
* Syn_area_per_cell at around 8.1 um^2
* GRT Overall Usage at roughly 5.7%
* Slew margin rel. at slightly above 80%
-- worst max-delay path by stage --
| stage | slack [ps] | end | from | cells after the start |
|---|---|---|---|---|
| 5_1_grt | -110 | PRODUCT[4] | B[2] | 20 |
| 6_report | 60 | PRODUCT[4] | B[2] | 20 |
| 4_1_cts | 10 | PRODUCT[5] | B[0] | 21 |
-- cells by family after synthesis --
| logic type | after synthesis | synth area share [%] |
|---|---|---|
| and+or+nand+nor | 26 | 17.5 |
| AOI/OAI and AO/OA | 16 | 16.4 |
| adders and majority gates | 15 | 28.0 |
| buffers and inverters | 15 | 9.01 |
| xor gates and xnor gates | 13 | 17.0 |
| muxes | 8 | 12.0 |
-- per-layer routing --
| metal | up-vias | global-route usage [%] |
|---|---|---|
| li1 | 413 | - |
| met4 | 0 | 0 |
| met5 | - | 0 |
| met2 | 10 | 9.41 |
| met1 | 347 | 8.16 |
| met3 | 0 | 0.591 |
-- through the flow --
step           cell area, um^2  power [W]
2_1_floorplan              749   0.000102
3_3_place_gp              1150   0.000191
3_5_place_dp              1150   0.000191
4_1_cts                   1290   0.000221
5_1_grt                   1330   0.000256
6_report                  1330   0.000227
-- cells in the final DEF (no fill, tap or decap), types with 3 or more instances in the layout --
cell,instances
a21o_1,3
a21oi_2,3
buf_2,3
buf_4,35
clkdlybuf4s50_1,7
dlygate4sd2_1,3
ha_1,8
ha_4,3
inv_1,7
inv_2,5
mux2_2,7
nand2_1,6
nor2_1,8
xnor2_1,5
xor2_1,4
-- final cells by class --
type               instances  area share [%]
multi-input cells         78            61.8
well taps                 50            4.71
repair buffers            51            30.1
inverters                 12            3.39
-- worst max-delay path, delay by kind of cell --
| kind | cells | cell delay (ps) |
|---|---|---|
| compound gates | 4 | 630 |
| buf+inv | 7 | 1040 |
| simple gates | 5 | 1200 |
| xor+xnor | 1 | 130 |
| fa+ha+maj | 3 | 990 |
-- timing repair --
| item | 4_1_cts | 5_1_grt |
|---|---|---|
| setup buffers | 7 | 2 |
| hold buffers | 0 | 0 |
| pin swaps | 16 | 7 |
| endpoints found under the setup margin | 4 | 4 |
| endpoints found under the hold margin | 0 | 0 |
| gates resized | 41 | 11 |
-- power breakdown --
part / internal [W] / total [W] / switching, W
Sequential: 0 / 0 / 0
Combinational: 0.000142 / 0.000227 / 0.0000851
Clock: 0 / 0 / 0
Power figures rest on the tool's default switching activity, not on a simulated workload.
